--- /design/flow/design.v ---
`timescale 1ns / 1ps
module switch(input CLOCK, input full, input [15:0] sw, output index);
    reg [6:0]C = 7'b0;
    assign index = (full==0)?0:(C==7'b1111111)?1:0;  
    always @(posedge CLOCK) begin
        C[0]<=(sw[1]==1)?1:C[0];
        C[1]<=(sw[6]==1)?1:C[1];
        C[2]<=(sw[7]==1)?1:C[2];
        C[3]<=(sw[8]==1)?1:C[3];
        C[4]<=(sw[9]==1)?1:C[4];
        C[5]<=(sw[11]==1)?1:C[5];
        C[6]<=(sw[13]==1)?1:C[6];    
    end
endmodule
--- /design/flow/run.sh ---
#!/bin/bash
# OpenROAD 26Q1-2900-gdf79404cd8, Yosys 0.63+post, stock flow scripts
make -C /OpenROAD-flow-scripts/flow DESIGN_CONFIG=/design/flow/config.mk WORK_HOME=/design/flow/orfs finish
--- /design/flow/config.mk ---
export PLATFORM = sky130hd
export DESIGN_NAME = switch
export DESIGN_NICKNAME = switch
export VERILOG_FILES = /design/flow/design.v
export SDC_FILE = /design/flow/constraint.sdc
export NUM_CORES = 4
export LEC_CHECK = 1
export CORE_AREA = 10 10 70 70
export DIE_AREA = 0 0 80 80
--- /design/flow/constraint.sdc ---
current_design switch

set clk_period 1.0
set clk_io_pct 0.2

create_clock -name clk0 -period $clk_period [get_ports {CLOCK}]

set non_clock_inputs [all_inputs -no_clocks]
set_input_delay [expr $clk_period * $clk_io_pct] -clock clk0 $non_clock_inputs
set_output_delay [expr $clk_period * $clk_io_pct] -clock clk0 [all_outputs]
==> results_slide.txt <==
Synthesis and Place & Route Summary

Floorplanning
  – Die width: 80 um
  – Floorplan row count: 21
  – Die area: 6400 um^2
  – Top-Level Pins: 19
  – Die height: 80 um
  – Core area: 3420 um^2
  – FP Util: 6.74%

Routing
  – Post-DRT Antenna Nets: 0
  – Routed len/inst: 4.99 um
  – Via-per-instance ratio: 1.87
  – Number of DRC markers in iteration 0: 0
  – Detailed-route wire length: 379 um
  – ANT cells: 0
  – Vias: 142
  – Residual DRC: 0
  – Drt pass-1 iters: 1

STA
  – Post-route setup slack: -0.0591 ns
  – Fmax: 944 MHz
  – Max Slew Vio Count: 0
  – RSZ-0062 raised after global routing: yes
  – Final Hold Viols: 0
  – Post-route clock period utilization: 106%
  – # setup viols final: 1
  – TNS Setup: -0.0591 ns
  – Tmin final: 1.06 ns

Worst hold path
  – Worst hold-check path type: input port to flip-flop
  – Worst hold stages: 1
  – Hold path startpoint: sw[7]
  – Min-Delay Endpoint: C[2]

Clock network
  – Clock-pin slew on the worst setup and hold paths: 0.05 ns
  – H-tree depth: 1
  – TritonCTS clock tree: built
  – Post-CTS setup buffers: 0
  – CTS sink count: 7
  – Clock root cell: clkbuf_4
  – Clock Path Buffers: 2
  – Total CTS buffers: 3

Yosys
  – Dominant cell type by area after synthesis: edfxtp_1
  – Cell count after synthesis: 11
  – Top cells, area: edfxtp_1, nand4_1, conb_1, nor2_1
  – Yosys reg bits: 7
  – Commonest flop: edfxtp_1
  – # Cells Yosys: 11
  – Yosys stat chip area: 230 um^2
  – Mapped Avg Cell Area: 20.9 um^2
  – Synth Seq Share: 91.3%
  – Top-area cell share: 91.3%
  – Cell with the most instances after synthesis: edfxtp_1
  – Mapped Area: 230 um^2
  – Syn. warnings: 1
  – Distinct lib cells used: 4
  – Flip-flops with a built-in enable: 7
  – Async SR Flop Fraction: 0%
  – Synth top cells by count: edfxtp_1, nand4_1, conb_1, nor2_1

GRT
  – Wire length of the first global-routing pass: 655 um
  – Largest net degree at the start of global routing: 5
  – Antenna violations before repair: 0
  – Vias in the first global route: 172
  – Total grt overflow: 0
  – Met3 Track Usage GR: 1.36%
  – Grt met1 use: 1.50%
  – Total GRT Usage: 1.24%
  – Grt peak-use layer: met1
  – Grt met2 use: 1.28%

Job
  – Tool warnings: 36
  – Max cap viols: 0

Finish
  – Layout cells sized above 1: 13.3%
  – Post-Layout Inst Area: 420 um^2
  – Layout Utilization: 12.3%
  – Max FFs per register: 7
  – Biggest register: C
  – Biggest regs: C (7)
  – Layout area overhead: 82.6%

Worst setup path
  – CP Capture Type: output port
  – CP required: 0.80 ns
  – CP arrival: 0.86 ns
  – Worst-path fanout max: 1
  – Critical Path Source: C[4]
  – Crit start category: flip-flop
  – Slowest CP cell: edfxtp_1
  – Largest stage delay, worst path: 0.32 ns
  – Kind of critical path: flip-flop to output port
  – Crit path cell chain: nand4_1 > nor2_1 > buf_2
  – CP delay by family, top: flip-flops
  – Buf+Inv Stages, Crit Path: 1

Run status
  – Status: finished with violations
  – Failing checks: negative setup slack

Place
  – Gp weighted congestion: 0.617
  – Dpl cell area: 400 um^2
  – Port bufs: 9

Power
  – Leak pwr: 0.146 nW
  – PwrDens: 1500 nW/um^2
  – Peak VDD IR: 0.694 mV
## worst max path at each step
stage / endpoint / slack (ns) / cells after the start
6_report: index / -0.06 / 3
5_1_grt: index / -0.15 / 3
4_1_cts: index / -0.09 / 3
## logic make-up after synthesis
group	synth area share [%]
AND/OR/NAND/NOR	7.06
other	1.63
flip-flops	91.3
## area by class of cell
type,instances,area [um^2]
Clock buffer,4,26.3
Sequential cell,7,210
Multi-Input combinational cell,10,42.5
Timing Repair Buffer,9,83.8
Tap cell,46,57.6
Fill cell,406,3000
## layout by cell type, fill, tap and decap left out, drive strengths merged
cell type      synthesis  final
edfxtp                 7      7
conb                   1      7
clkdlybuf4s50          0      7
clkbuf                 0      4
nand4                  2      2
nor2                   1      1
dlygate4sd2            0      1
buf                    0      1
## repair_timing
action | CTS | global route
gates cloned | 0 | 0
gates resized | 4 | 0
hold buffers | 0 | 0
endpoints found under the setup margin | 1 | 1
pin swaps | 2 | 0
## report_power, final
part,switching [W],internal [W]
combinational,0.00000914,0.0000270
sequential,0.00000577,0.000350
clock,0.0000898,0.000151
## metal layers
layer  up-vias  wire length (um)
li1         75                 -
met1        57               168
met2        10               128
met3         0                82
met4         0                 0
met5         -                 0
## stage by stage
| step | worst slack (ns) | hold slack, ns | total power (W) | std cells |
|---|---|---|---|---|
| after global placement | -0.552 | 0.779 | 0.000397 | 72 |
| after global routing | -0.146 | 0.523 | 0.000673 | 76 |
| after CTS | -0.0891 | 0.525 | 0.000647 | 76 |
| final | -0.0591 | 0.535 | 0.000633 | 76 |
| after floorplan | 0.346 | 0.312 | 0.000363 | 17 |
| after detailed placement | -0.518 | 0.784 | 0.000399 | 72 |
No activity file was given, so power comes from the tool's default toggle rates.
