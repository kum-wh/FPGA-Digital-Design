`config.mk`:
```
export PLATFORM = sky130hd
export DESIGN_NAME = Oled_Display
export DESIGN_NICKNAME = Oled_Display
export VERILOG_FILES = /design/flow/design.v
export SDC_FILE = /design/flow/constraint.sdc
export NUM_CORES = 4
export LEC_CHECK = 1
export CORE_UTILIZATION = 50
```
`constraint.sdc`:
```
current_design Oled_Display

set clk_period 5.6
set clk_io_pct 0.2

create_clock -name clk0 -period $clk_period [get_ports {clk}]

set non_clock_inputs [all_inputs -no_clocks]
set_input_delay [expr $clk_period * $clk_io_pct] -clock clk0 $non_clock_inputs
set_output_delay [expr $clk_period * $clk_io_pct] -clock clk0 [all_outputs]
```
`design.v`:
```
module Oled_Display(clk, reset, frame_begin, sending_pixels,
  sample_pixel, pixel_index, pixel_data, cs, sdin, sclk, d_cn, resn, vccen,
  pmoden,teststate);
localparam Width = 96;
localparam Height = 64;
localparam PixelCount = Width * Height;
localparam PixelCountWidth = $clog2(PixelCount);
parameter ClkFreq = 6250000;  
input clk, reset;
output frame_begin, sending_pixels, sample_pixel;
output [PixelCountWidth-1:0] pixel_index;
input [15:0] pixel_data;
output cs, sdin, sclk, d_cn, resn, vccen, pmoden;
output [4:0] teststate;
localparam FrameFreq = 60;
localparam FrameDiv = ClkFreq / FrameFreq;
localparam FrameDivWidth = $clog2(FrameDiv);
reg [FrameDivWidth-1:0] frame_counter;
assign frame_begin = frame_counter == 0;
localparam PowerDelay = 20;  
localparam ResetDelay = 3;  
localparam VccEnDelay = 20;  
localparam StartupCompleteDelay = 100;  
localparam MaxDelay = StartupCompleteDelay;
localparam MaxDelayCount = (ClkFreq * MaxDelay) / 1000;
reg [$clog2(MaxDelayCount)-1:0] delay;
localparam StateCount = 32;
localparam StateWidth = $clog2(StateCount);
localparam PowerUp = 5'b00000;
localparam Reset = 5'b00001;
localparam ReleaseReset = 5'b00011;
localparam EnableDriver = 5'b00010;
localparam DisplayOff = 5'b00110;
localparam SetRemapDisplayFormat = 5'b00111;
localparam SetStartLine = 5'b00101;
localparam SetOffset = 5'b00100;
localparam SetNormalDisplay = 5'b01100;
localparam SetMultiplexRatio = 5'b01101;
localparam SetMasterConfiguration = 5'b01111;
localparam DisablePowerSave = 5'b01110;
localparam SetPhaseAdjust = 5'b01010;
localparam SetDisplayClock = 5'b01011;
localparam SetSecondPrechargeA = 5'b01001;
localparam SetSecondPrechargeB = 5'b01000;
localparam SetSecondPrechargeC = 5'b11000;
localparam SetPrechargeLevel = 5'b11001;
localparam SetVCOMH = 5'b11011;
localparam SetMasterCurrent = 5'b11010;
localparam SetContrastA = 5'b11110;
localparam SetContrastB = 5'b11111;
localparam SetContrastC = 5'b11101;
localparam DisableScrolling = 5'b11100;
localparam ClearScreen = 5'b10100;
localparam VccEn = 5'b10101;
localparam DisplayOn = 5'b10111;
localparam PrepareNextFrame = 5'b10110;
localparam SetColAddress = 5'b10010;
localparam SetRowAddress = 5'b10011;
localparam WaitNextFrame = 5'b10001;
localparam SendPixel = 5'b10000;
assign sending_pixels = state == SendPixel;
assign resn = state != Reset;
assign d_cn = sending_pixels;
assign vccen = state == VccEn || state == DisplayOn ||
  state == PrepareNextFrame || state == SetColAddress ||
  state == SetRowAddress || state == WaitNextFrame || state == SendPixel;
assign pmoden = !reset;
reg [15:0] color;
reg [StateWidth-1:0] state;
wire [StateWidth-1:0] next_state = fsm_next_state(state, frame_begin, pixel_index);
function [StateWidth-1:0] fsm_next_state;
  input [StateWidth-1:0] state;
  input frame_begin;
  input [PixelCountWidth-1:0] pixels_remain;
  case (state)
    PowerUp: fsm_next_state = Reset;
    Reset: fsm_next_state = ReleaseReset;
    ReleaseReset: fsm_next_state = EnableDriver;
    EnableDriver: fsm_next_state = DisplayOff;
    DisplayOff: fsm_next_state = SetRemapDisplayFormat;
    SetRemapDisplayFormat: fsm_next_state = SetStartLine;
    SetStartLine: fsm_next_state = SetOffset;
    SetOffset: fsm_next_state = SetNormalDisplay;
    SetNormalDisplay: fsm_next_state = SetMultiplexRatio;
    SetMultiplexRatio: fsm_next_state = SetMasterConfiguration;
    SetMasterConfiguration: fsm_next_state = DisablePowerSave;
    DisablePowerSave: fsm_next_state = SetPhaseAdjust;
    SetPhaseAdjust: fsm_next_state = SetDisplayClock;
    SetDisplayClock: fsm_next_state = SetSecondPrechargeA;
    SetSecondPrechargeA: fsm_next_state = SetSecondPrechargeB;
    SetSecondPrechargeB: fsm_next_state = SetSecondPrechargeC;
    SetSecondPrechargeC: fsm_next_state = SetPrechargeLevel;
    SetPrechargeLevel: fsm_next_state = SetVCOMH;
    SetVCOMH: fsm_next_state = SetMasterCurrent;
    SetMasterCurrent: fsm_next_state = SetContrastA;
    SetContrastA: fsm_next_state = SetContrastB;
    SetContrastB: fsm_next_state = SetContrastC;
    SetContrastC: fsm_next_state = DisableScrolling;
    DisableScrolling: fsm_next_state = ClearScreen;
    ClearScreen: fsm_next_state = VccEn;
    VccEn: fsm_next_state = DisplayOn;
    DisplayOn: fsm_next_state = PrepareNextFrame;
    PrepareNextFrame: fsm_next_state = SetColAddress;
    SetColAddress: fsm_next_state = SetRowAddress;
    SetRowAddress: fsm_next_state = WaitNextFrame;
    WaitNextFrame: fsm_next_state = frame_begin ? SendPixel : WaitNextFrame;
    SendPixel: fsm_next_state = (pixel_index == PixelCount-1) ?
      PrepareNextFrame : SendPixel;
    default: fsm_next_state = PowerUp;
  endcase
endfunction
assign teststate=state;
localparam SpiCommandMaxWidth = 40;
localparam SpiCommandBitCountWidth = $clog2(SpiCommandMaxWidth);
reg [SpiCommandBitCountWidth-1:0] spi_word_bit_count;
reg [SpiCommandMaxWidth-1:0] spi_word;
wire spi_busy = spi_word_bit_count != 0;
assign cs = !spi_busy;
assign sclk = clk | !spi_busy;
assign sdin = spi_word[SpiCommandMaxWidth-1] & spi_busy;
assign sample_pixel = (state == WaitNextFrame && frame_begin) ||
  (sending_pixels && frame_counter[3:0] == 0);
assign pixel_index = sending_pixels ?
  frame_counter[FrameDivWidth-1:$clog2(16)] : 0;
always @(negedge clk) begin
  if (reset) begin
    frame_counter <= 0;
    delay <= 0;
    state <= 0;
    spi_word <= 0;
    spi_word_bit_count <= 0;
  end else begin
    frame_counter <= (frame_counter == FrameDiv-1) ? 0 : frame_counter + 1;
    if (spi_word_bit_count > 1) begin
      spi_word_bit_count <= spi_word_bit_count - 1;
      spi_word <= {spi_word[SpiCommandMaxWidth-2:0], 1'b0};
    end else if (delay != 0) begin
      spi_word <= 0;
      spi_word_bit_count <= 0;
      delay <= delay - 1;
    end else begin
      state <= next_state;
      case (next_state)
        PowerUp: begin
          spi_word <= 0;
          spi_word_bit_count <= 0;
          delay <= (ClkFreq * PowerDelay) / 1000;
        end
        Reset: begin
          spi_word <= 0;
          spi_word_bit_count <= 0;
          delay <= (ClkFreq * ResetDelay) / 1000;
        end
        ReleaseReset: begin
          spi_word <= 0;
          spi_word_bit_count <= 0;
          delay <= (ClkFreq * ResetDelay) / 1000;
        end
        EnableDriver: begin
          spi_word <= {16'hFD12, {SpiCommandMaxWidth-16{1'b0}}};
          spi_word_bit_count <= 16;
          delay <= 1;
        end
        DisplayOff: begin
          spi_word <= {8'hAE, {SpiCommandMaxWidth-8{1'b0}}};
          spi_word_bit_count <= 8;
          delay <= 1;
        end
        SetRemapDisplayFormat: begin
          spi_word <= {16'hA072, {SpiCommandMaxWidth-16{1'b0}}};
          spi_word_bit_count <= 16;
          delay <= 1;
        end
        SetStartLine: begin
          spi_word <= {16'hA100, {SpiCommandMaxWidth-16{1'b0}}};
          spi_word_bit_count <= 16;
          delay <= 1;
        end
        SetOffset: begin
          spi_word <= {16'hA200, {SpiCommandMaxWidth-16{1'b0}}};
          spi_word_bit_count <= 16;
          delay <= 1;
        end
        SetNormalDisplay: begin
          spi_word <= {8'hA4, {SpiCommandMaxWidth-8{1'b0}}};
          spi_word_bit_count <= 8;
          delay <= 1;
        end
        SetMultiplexRatio: begin
          spi_word <= {16'hA83F, {SpiCommandMaxWidth-16{1'b0}}};
          spi_word_bit_count <= 16;
          delay <= 1;
        end
        SetMasterConfiguration: begin
          spi_word <= {16'hAD8E, {SpiCommandMaxWidth-16{1'b0}}};
          spi_word_bit_count <= 16;
          delay <= 1;
        end
        DisablePowerSave: begin
          spi_word <= {16'hB00B, {SpiCommandMaxWidth-16{1'b0}}};
          spi_word_bit_count <= 16;
          delay <= 1;
        end
        SetPhaseAdjust: begin
          spi_word <= {16'hB131, {SpiCommandMaxWidth-16{1'b0}}};
          spi_word_bit_count <= 16;
          delay <= 1;
        end
        SetDisplayClock: begin
          spi_word <= {16'hB3F0, {SpiCommandMaxWidth-16{1'b0}}};
          spi_word_bit_count <= 16;
          delay <= 1;
        end
        SetSecondPrechargeA: begin
          spi_word <= {16'h8A64, {SpiCommandMaxWidth-16{1'b0}}};
          spi_word_bit_count <= 16;
          delay <= 1;
        end
        SetSecondPrechargeB: begin
          spi_word <= {16'h8B78, {SpiCommandMaxWidth-16{1'b0}}};
          spi_word_bit_count <= 16;
          delay <= 1;
        end
        SetSecondPrechargeC: begin
          spi_word <= {16'h8C64, {SpiCommandMaxWidth-16{1'b0}}};
          spi_word_bit_count <= 16;
          delay <= 1;
        end
        SetPrechargeLevel: begin
          spi_word <= {16'hBB3A, {SpiCommandMaxWidth-16{1'b0}}};
          spi_word_bit_count <= 16;
          delay <= 1;
        end
        SetVCOMH: begin
          spi_word <= {16'hBE3E, {SpiCommandMaxWidth-16{1'b0}}};
          spi_word_bit_count <= 16;
          delay <= 1;
        end
        SetMasterCurrent: begin
          spi_word <= {16'h8706, {SpiCommandMaxWidth-16{1'b0}}};
          spi_word_bit_count <= 16;
          delay <= 1;
        end
        SetContrastA: begin
          spi_word <= {16'h8191, {SpiCommandMaxWidth-16{1'b0}}};
          spi_word_bit_count <= 16;
          delay <= 1;
        end
        SetContrastB: begin
          spi_word <= {16'h8250, {SpiCommandMaxWidth-16{1'b0}}};
          spi_word_bit_count <= 16;
          delay <= 1;
        end
        SetContrastC: begin
          spi_word <= {16'h837D, {SpiCommandMaxWidth-16{1'b0}}};
          spi_word_bit_count <= 16;
          delay <= 1;
        end
        DisableScrolling: begin
          spi_word <= {8'h25, {SpiCommandMaxWidth-8{1'b0}}};
          spi_word_bit_count <= 8;
          delay <= 1;
        end
        ClearScreen: begin
          spi_word <= {40'h2500005F3F, {SpiCommandMaxWidth-40{1'b0}}};
          spi_word_bit_count <= 40;
          delay <= 1;
        end
        VccEn: begin
          spi_word <= 0;
          spi_word_bit_count <= 0;
          delay <= (ClkFreq * VccEnDelay) / 1000;
        end
        DisplayOn: begin
          spi_word <= {8'hAF, {SpiCommandMaxWidth-8{1'b0}}};
          spi_word_bit_count <= 8;
          delay <= (ClkFreq * StartupCompleteDelay) / 1000;
        end
        PrepareNextFrame: begin
          spi_word <= 0;
          spi_word_bit_count <= 0;
          delay <= 1;
        end
        SetColAddress: begin
          spi_word <= {24'h15005F, {SpiCommandMaxWidth-24{1'b0}}};
          spi_word_bit_count <= 24;
          delay <= 1;
        end
        SetRowAddress: begin
          spi_word <= {24'h75003F, {SpiCommandMaxWidth-24{1'b0}}};
          spi_word_bit_count <= 24;
          delay <= 1;
        end
        WaitNextFrame: begin
          spi_word <= 0;
          spi_word_bit_count <= 0;
          delay <= 0;
        end
        SendPixel: begin
          spi_word <= {pixel_data, {SpiCommandMaxWidth-16{1'b0}}};
          spi_word_bit_count <= 16;
          delay <= 0;
        end
        default: begin
          spi_word <= 0;
          spi_word_bit_count <= 0;
          delay <= 0;
        end
      endcase
    end
  end
end
endmodule
```
`run.sh`:
```
#!/bin/bash
# OpenROAD 26Q1-2900-gdf79404cd8, Yosys 0.63+post, stock flow scripts
make -C /OpenROAD-flow-scripts/flow DESIGN_CONFIG=/design/flow/config.mk WORK_HOME=/design/flow/orfs finish
```
==> impl_metrics.yaml <==
# implementation run metrics
outcome:
  run_status: "complete, but fails checks"
  violations_in_the_final_reports: "negative setup slack"
clock_tree:
  ctsHtreeMaxLevel: 3
  tritoncts: "yes"
  clkLatencyLatePin_ns: 0.43
  cts_inserted_buffers: 9
  cts-root-to-sink-buffers: 2
  cts.clk_slew.worst_paths_ns: 0.06
  clockRootBuffer: "clkbuf_8"
detailed_routing:
  drt-total-wl_mm: 17.07
  wire_per_inst_um: 17.69
  route.layer.met1.wl_mm: 7.524
  drc_errors: 0
  number_of_antenna_cells_inserted: 0
  highest-signal-layer: "met4"
  wl_met2_mm: 7.633
  detail_route.first_pass.iterations: 5
  initialDrtViolationCount: 499
  post_drt_via_cell_ratio: 5.747
  ant_nets: 0
  route.met3.wl_mm: 1.571
  dr_total_vias: 5546
sta:
  report.final.slew_viol_count: 0
  clock-skew-final_ns: 0.02885
  finalSetupViolations: 3
  hold_viol: 0
  rsz0062_at_grt: "true"
  timing.hold.ws_ns: 0.4117
  max_slew.worst_pin.slew_ns: 0.8654
  final_critical_path_setup_slack_ns: -0.3705
  maxSlewHeadroom: 0.4212
  setup_total_negative_slack_ns: -0.8567
placed_design:
  post-place-cells: 800
  portBuffers: 45
  hpwlAfterDp_mm: 10.45
  detailed_place.area_um2: 5751
  gpl_wtd_cong: 0.9829
cells_and_area:
  area_delta_synth_final_pct: 44.25
  finalInstanceArea_um2: 7089
  instances_no_fill: 965
  logic_area_um2: 3115
  reg_area_um2: 1775
  drive_gt1_frac: 0.2620
  final.fill_count: 615
synthesis:
  syn-instance-count: 617
  synth-area-yosys_um2: 4915
  synth.most_common_cell: "dfxtp_1"
  yosys_warning_tally: 1
  seq_area_frac_synth: 0.3585
  area_leaders: "dfxtp_1, nand2_1, nor2_1, a21oi_1, o21ai_0"
  post_synth.cell_area_avg_um2: 7.966
  ys_types: 78
  synth_top_flop_cell: "dfxtp_1"
  synth_largest_type_area_fraction: 0.3585
  synth_area_um2: 4915
  synth_top_cell_by_area: "dfxtp_1"
  synth-cells-yosys: 617
  ys_seq_elements: 88
  async_reset_ff_frac: 0
  edf_count: 0
  post_synth_most_frequent_cells: "dfxtp_1, nand2_1, nor2_1, a21oi_1, o21ai_0"
setup_path:
  cp.arrival_ns: 4.85
  crit_path_end_kind: "primary output"
  worstPathMaxFanout: 2
  worst_path_dominant_cell_family: "simple AND/OR/NAND/NOR gates"
  worst_reg2reg_path_depth: 45
  cp-start-kind: "register"
  worstPathRequired_ns: 4.48
  r2r_end: "frame_counter[9]"
  cp_cell_sequence: "inv_2 > buf_6 > ha_4 > or4b_4 > nor4_4 > nand3_1 > nand2_1 > clkbuf_2"
  cp_num_buf_inv: 3
  r2r_start: "frame_counter[1]"
  timing.critical_path.slowest_stage_cell: "or4b_4"
  regToRegSetupSlack_ns: 0.16
  crit_path_max_incr_delay_ns: 0.47
  worst_setup_path_type: "reg2out"
global_routing:
  overflow: 0
  grt_pass1_vias: 5533
  globalRouteTotalUtil: 0.3495
  pin_count_of_the_biggest_net_entering_global_routing: 29
  grt_pass1_wl_mm: 26.97
  antenna_found_initial: 0
floorplan:
  floorplan.core_area_um2: 9371
  floorplan.die.height_um: 101.1
  floorplan.core_util: 0.5244
  fp.dieArea_um2: 10230
  io_pins: 46
  core.rowCount: 35
  fp.dieW_um: 101.1
power:
  switchingPower_w: 0.001268
  combPwrFrac: 0.447
  swShare: 0.4592
  power.total_w: 0.002760
  power.density_nw_per_um2: 389.4
  seq_power_share: 0.285
  leakagePower_nw: 3.377
  internal_power_w: 0.001493
  clkPwrFrac: 0.268
  max-vdd-ir-drop_uv: 235.3
hold_path:
  min-delay-start: "spi_word[1]"
  hold_path_class: "reg2reg"
  hold_critical_path_depth: 1
  timing.hold.worst_endpoint: "spi_word[2]"
flow_run:
  max_capacitance_violation_count: 0
  tool_warnings: 124
## registers in the layout, indices dropped and copies added (netlist names)
register	flops
spi_word	40
spi_word_bit_count	6
frame_counter	17
delay	20
state	5
## cell families after synthesis
family | after synthesis | share of synthesized area
xor gates and xnor gates | 25 | 0.04761
buffers and inverters | 59 | 0.05422
and+or+nand+nor | 271 | 0.2867
AOI/OAI and AO/OA | 166 | 0.2332
DFF | 88 | 0.3585
adders and majority gates | 7 | 0.01782
muxes | 1 | 0.002037
## final cells by class
class,instances,share of cell area
clock buffer,10,0.01888
clock inverter,96,0.05930
inverter,15,0.007942
multi-input combinational,470,0.4395
sequential,88,0.2504
tap,129,0.02277
timing repair buffer,157,0.2012
## cells in the final DEF (no fill, tap or decap), drive strengths merged, types with 7 or more instances in the layout
master           n
a21o            19
nand2b           9
or3             10
o21ai           39
and3            20
nor3            21
nor2            62
clkbuf          12
nand3           21
inv            107
a22o            14
clkdlybuf4s50   24
dlygate4sd2      8
xor2            12
a21oi           41
dfxtp           88
buf            121
ha               7
o22ai            8
nand2           75
xnor2           12
nor4             7
nand4           15
## worst max-delay path by stage
| stage | slack, ns | start | end | depth (start not counted) |
|---|---|---|---|---|
| 6_report | -0.37 | frame_counter[1] | sample_pixel | 8 |
| 5_1_grt | -0.46 | frame_counter[1] | sample_pixel | 8 |
| 4_1_cts | -0.31 | frame_counter[0] | sample_pixel | 7 |
## per-stage QoR
stage                     utilization  setup WS, ns
final                          0.7565       -0.3705
after CTS                      0.7517       -0.3140
after detailed placement       0.6136       -0.2167
after global placement         0.6136       -0.2021
after global routing           0.7565       -0.4585
after floorplan                     -        0.2843
## power by group through the flow
stage | logic [W] | clock network, W | registers (W)
CTS | 0.00121 | 0.000757 | 0.000784
global route | 0.00135 | 0.000836 | 0.000796
finish | 0.00123 | 0.000740 | 0.000786
## metal layers
| metal | vias to the layer above | track usage |
|---|---|---|
| met2 | 258 | 0.5081 |
| met1 | 2584 | 0.5015 |
| met4 | 0 | 0.1226 |
| met3 | 43 | 0.1127 |
| li1 | 2661 | - |
| met5 | - | 0 |
## what timing repair did
item | in CTS | in global routing
pin swaps | 17 | 11
hold endpoints to repair | 0 | 0
hold buffers | 0 | 0
endpoints found under the setup margin | 23 | 38
cloned | 1 | 1
gates resized | 120 | 30
buffers inserted | 64 | 7
Power is estimated from default activity; no workload was simulated.
