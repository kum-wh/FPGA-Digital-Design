--- ./design.v ---
`timescale 1ns / 1ps
module segclock(input clock, start, output reg led = 0);
    reg [25:0] COUNT = 26'b0;
    always @ (posedge clock) begin
        COUNT<=(start==0)?26'b0:(COUNT==26'b11111111111101110101100001)?26'b00000000000000000000000001:COUNT + 1;
        led<=(COUNT==26'b00000000000000000000000001)?~led:led;
    end
endmodule
`timescale 1ns / 1ps
module tensec(input clock, start, resett, output led);
    wire C;
    wire reset;
    reg starter = 0;
    reg [3:0] COUNT =  4'b0000;
    assign led = (starter==1)?(COUNT<=4'b1001)?1:0:0;
    assign reset = (starter==1)?((COUNT==4'b1001)?1:0):0;
    segclock clock1(clock, starter, C);
    always @ (posedge clock) begin
        starter<=(resett==1)?0:(reset==1)?0:(start==1)?1:starter;
    end
    always @ (posedge C) begin
        COUNT <= (starter==0)?4'b0:COUNT + 1;
    end
endmodule
--- ./run.sh ---
#!/bin/bash
# OpenROAD 26Q1-2900-gdf79404cd8, Yosys 0.63+post, stock flow scripts
make -C /OpenROAD-flow-scripts/flow DESIGN_CONFIG=/design/flow/config.mk WORK_HOME=/design/flow/orfs finish
--- ./config.mk ---
export PLATFORM = sky130hd
export DESIGN_NAME = tensec
export DESIGN_NICKNAME = tensec
export VERILOG_FILES = /design/flow/design.v
export SDC_FILE = /design/flow/constraint.sdc
export NUM_CORES = 4
export LEC_CHECK = 1
export CORE_AREA = 10 10 97 97
export DIE_AREA = 0 0 107 107
--- ./constraint.sdc ---
current_design tensec

set clk_period 4.0
set clk_io_pct 0.2

create_clock -name clk0 -period $clk_period [get_ports {clock}]

set non_clock_inputs [all_inputs -no_clocks]
set_input_delay [expr $clk_period * $clk_io_pct] -clock clk0 $non_clock_inputs
set_output_delay [expr $clk_period * $clk_io_pct] -clock clk0 [all_outputs]
==> deck_impl_summary.md <==
Run Summary

Run status
  • Run status: finished, final reports clean

Final timing
  • Final min period: 2.31 ns
  • Max-slew violations: 0
  • Relative slew slack: 70.5%
  • Setup TNS: 0 ns
  • Register pins left without a clock: 4
  • Worst setup margin: 1.69 ns
  • Peak Freq: 433 MHz
  • RSZ-0062 raised after global routing: no
  • Final hold violation count: 0
  • Setup Skew: 0.00266 ns
  • Least-Margin Pin Slew: 0.436 ns
  • Cycle use final: 57.8%
  • Final tally of setup violations: 0
  • Endpoints left unconstrained: 4

Layout
  • Post-Layout Inst Area: 0.00177 mm²
  • Core Util, Final: 24.2%
  • Most used logic cell in the final layout: dfxtp_1
  • Area Growth Syn to Fin: 12.5%
  • Layout cell share with drive strength beyond 1: 6.08%
  • Top cells excl fill/tap: dfxtp_1, nor2_1, a21oi_1, nand2_1, xnor2_1

Detailed routing
  • Wire length per cell: 10.3 µm
  • Final WL: 2.90 mm
  • Post-DR vias/cell: 4.43
  • DRT antenna net count: 0
  • DRC: 0
  • Diode count: 0
  • 1st-iter DRT viols: 84
  • Vias: 1239
  • Initial DRT Pass Iterations: 4

Clock network
  • Max clock buf depth: 2
  • Clk latency of the worst-skew pair: 0.27 ns
  • Root buf cell: clkbuf_8
  • CTS tree: built
  • Post-CTS resize count: 0
  • CTS Buf Count: 3
  • Htree depth: 1
  • Post-CTS Setup Inserts: 0
  • Clock Pin Slew Worst Setup and Hold Paths: 0.09 ns
  • CTS hold repair buffers: 0

Floorplan
  • Core Footprint: 0.00729 mm²
  • Die X: 107 µm
  • Count of standard-cell rows: 31
  • Fp util: 21.6%
  • Die height: 107 µm
  • I/O pin cnt: 4
  • Chip Footprint: 0.0114 mm²

Global route
  • First-pass GRT wire length: 5.15 mm
  • GRT overflow: 0
  • Total GRT Usage: 5.22%
  • Initial antenna violation count: 0
  • Number of global-route vias before repair: 1120
  • Largest net degree at the start of global routing: 25

Synth
  • Area of the mapped netlist: 0.00157 mm²
  • Synth Warn #: 2
  • Top cells by area: dfxtp_1, xnor2_1, nor2_1
  • Yosys synthesis chip area: 0.00157 mm²
  • Area leader, netlist: dfxtp_1
  • Avg Inst Size Synth: 8.73 µm²
  • Dominant cell area share: 39.5%
  • Syn Inst Count: 180
  • Synth Seq Share: 41.4%
  • Post-synth cell types: 36
  • Yosys cell count: 180
  • Registers, synthesis: 32

Power and ir drop
  • Cell Pwr Density: 286 mW/mm²
  • Overall power: 0.505 mW
  • Peak VDD IR: 0.173 mV
  • P_leak: 0.519 nW

Critical path
  • Worst Path Max Fanout: 6
  • Critical path capture point type: output port
  • Startpoint types: flip-flop
  • CP required: 3.20 ns
  • Crit path kind: reg -> out
  • Worst EP arrival: 1.51 ns

Job
  • Max_cap viols: 0
  • Total tool warning count: 28

Place
  • Pre-CTS WS: 1.89 ns
  • Routability cong.: 0.850
  • Dpl cell area: 0.00170 mm²
  • Dpl hpwl: 2.07 mm
  • PortBufs: 3

Worst hold path
  • Hold Crit Class: reg -> reg
state kept, by name, summed over array words and instances (netlist names):
register and count:
COUNT 4, clock1.led 1, starter 1, clock1.COUNT 26
final timing paths:
check	slack (ns)	start	end	cells past startpoint
setup reg to reg	1.87	clock1.COUNT[2]	clock1.COUNT[23]	4
hold reg to reg	0.50	clock1.COUNT[25]	clock1.COUNT[25]	2
setup / recovery	1.69	starter	led	3
hold / removal	0.50	clock1.COUNT[25]	clock1.COUNT[25]	2
kinds of logic after synthesis:
group           after synthesis  synth area share [%]
simple gates                 86                  30.9
flops                        32                  41.4
compound gates               26                  10.9
xor+xnor                     16                  8.92
buf+inv                      15                  3.90
fa+ha+maj                     5                  3.98
cell type report:
class                           count  area (µm²)
Fill cell                         809        5520
Sequential cell                    32         651
Multi-Input combinational cell    133         860
Tap cell                           99         124
Inverter                            8        30.0
Clock buffer                        4        66.3
Timing Repair Buffer                4        37.5
critical path, stage by stage (launching register included):
cell             delay [ns]
dfxtp_1                0.44
inv_1                  0.16
a21oi_1                0.16
clkdlybuf4s50_1        0.48
layer usage:
layer  GRT usage, %  share of wire (%)
met1           7.76                 54
met4          0.193                  0
met3           1.33                4.8
met5              0                  0
met2           7.86                 41
stage by stage:
step	hold slack [ns]	cells
global placement	0.491	276
floorplan	0.458	180
detailed placement	0.494	276
CTS	0.509	280
finish	0.503	280
global route	0.546	280
power breakdown:
part           internal, mW  switching [mW]  leakage (nW)  total (mW)
clock                 0.109          0.0867        0.0339       0.196
combinational       0.00837          0.0111         0.225      0.0195
sequential            0.286         0.00449         0.260       0.290
synth_stat cells:
cell type and n:
nand3b_1 1, dfxtp_1 31, o311ai_0 1, ha_1 5, xor2_1 5, edfxtp_1 1, xnor2_1 11, nor3_1 3
o41ai_1 2, a21oi_1 11, or4b_2 1, nor2_1 24, o31ai_1 4, nand4b_1 1, inv_1 8, o21ai_0 5
or2_2 1, buf_2 4, and3_1 1, nand4_1 9, and4_1 2, and2_1 1, a31oi_1 1, or4b_1 1
nor4b_1 1, nand2_1 11, o31ai_4 1, nor4_1 8, or3_2 1, clkbuf_1 3, o21bai_1 1, or4_1 6
nand3_1 6, nand4_4 1, nand3_2 1, or3_1 6
No activity file was given, so power comes from the tool's default toggle rates.
